<file path="/design/flow/design.v">
module sram_IS61WV25616_controller_32b_3lr (
  input  logic [17:0]   i_ADDR   ,
  input  logic [31:0]   i_WDATA  ,
  input  logic [ 3:0]   i_BMASK  ,
  input  logic          i_WREN   ,
  input  logic          i_RDEN   ,
  output logic [31:0]   o_RDATA  ,
  output logic          o_ACK    ,
  output logic [17:0]   SRAM_ADDR,
  inout  wire  [15:0]   SRAM_DQ  ,
  output logic          SRAM_CE_N,
  output logic          SRAM_WE_N,
  output logic          SRAM_OE_N,
  output logic          SRAM_LB_N,
  output logic          SRAM_UB_N,
  input logic i_clk,
  input logic i_reset
);
  typedef enum logic [2:0] {
      StIdle
    , StWrite
    , StWriteAck
    , StRead0
    , StRead1
    , StReadAck
  } sram_state_e;
  sram_state_e sram_state_d;
  sram_state_e sram_state_q;
  logic [17:0] addr_d;
  logic [17:0] addr_q;
  logic [31:0] wdata_d;
  logic [31:0] wdata_q;
  logic [31:0] rdata_d;
  logic [31:0] rdata_q;
  logic [ 3:0] bmask_d;
  logic [ 3:0] bmask_q;
  logic [15:0] DIN;
  logic [15:0] DOUT;
  always_comb begin : proc_detect_state
    case (sram_state_q)
      StIdle, StWriteAck, StReadAck: begin
        if (i_WREN ~^ i_RDEN) begin
          sram_state_d = StIdle;
          addr_d       = addr_q;
          wdata_d      = wdata_q;
          rdata_d      = rdata_q;
          bmask_d      = bmask_q;
        end
        else begin
          sram_state_d = i_WREN ? StWrite : StRead0;
          addr_d       = i_ADDR & 18'h3FFFE;
          wdata_d      = i_WREN ? i_WDATA : wdata_q;
          rdata_d      = rdata_q;
          bmask_d      = i_BMASK;
        end
      end
      StWrite: begin
        sram_state_d = StWriteAck;
        addr_d       = addr_q | 18'h1;
        wdata_d      = wdata_q >> 16;
        rdata_d      = rdata_q;
        bmask_d      = bmask_q;
      end
      StRead0: begin
        sram_state_d = StRead1;
        addr_d       = addr_q | 18'h1;
        wdata_d      = wdata_q;
        rdata_d      = {rdata_q[31:16], DIN};
        bmask_d      = bmask_q;
      end
      StRead1: begin
        sram_state_d = StReadAck;
        addr_d       = addr_q;
        wdata_d      = wdata_q;
        rdata_d      = {DIN, rdata_q[15:0]};
        bmask_d      = bmask_q;
      end
      default: begin
        sram_state_d = StIdle;
        addr_d       = '0;
        wdata_d      = '0;
        rdata_d      = '0;
        bmask_d      = '0;
      end
    endcase
  end
  always_ff @(posedge i_clk) begin
    if (!i_reset) begin
      sram_state_q <= StIdle;
    end
    else begin
      sram_state_q <= sram_state_d;
    end
  end
  always_ff @(posedge i_clk) begin
    if (!i_reset) begin
      addr_q  <= '0;
      wdata_q <= '0;
      rdata_q <= '0;
      bmask_q <= 4'b0000;
    end
    else begin
      addr_q  <= addr_d;
      wdata_q <= wdata_d;
      rdata_q <= rdata_d;
      bmask_q <= bmask_d;
    end
  end
  always_comb begin : proc_output_to_sram
    SRAM_ADDR = addr_q;
    case (sram_state_q)
      StWrite: begin
        DOUT      = wdata_q[15:0];
        SRAM_WE_N = 1'b0;
        SRAM_OE_N = 1'b1;
        SRAM_CE_N = 1'b0;
        {SRAM_UB_N, SRAM_LB_N} = ~bmask_q[1:0];
      end
      StWriteAck: begin
        DOUT      = wdata_q[15:0];
        SRAM_WE_N = 1'b0;
        SRAM_OE_N = 1'b1;
        SRAM_CE_N = 1'b0;
        {SRAM_UB_N, SRAM_LB_N} = ~bmask_q[3:2];
      end
      StRead0: begin
        DOUT      = 'z;
        SRAM_WE_N = 1'b1;
        SRAM_OE_N = 1'b0;
        SRAM_CE_N = 1'b0;
        {SRAM_UB_N, SRAM_LB_N} = ~bmask_q[1:0];
      end
      StRead1: begin
        DOUT      = 'z;
        SRAM_WE_N = 1'b1;
        SRAM_OE_N = 1'b0;
        SRAM_CE_N = 1'b0;
        {SRAM_UB_N, SRAM_LB_N} = ~bmask_q[3:2];
      end
      StReadAck: begin
        DOUT      = 'z;
        SRAM_WE_N = 1'b1;
        SRAM_OE_N = 1'b1;
        SRAM_CE_N = 1'b1;
        {SRAM_UB_N, SRAM_LB_N} = 2'b11;
      end
      default: begin
        DOUT      = 'z;
        SRAM_WE_N = 1'b1;
        SRAM_OE_N = 1'b1;
        SRAM_CE_N = 1'b1;
        {SRAM_UB_N, SRAM_LB_N} = 2'b11;
      end
    endcase
  end
  assign  SRAM_DQ = DOUT;
  assign  DIN = SRAM_DQ;
  always_comb begin : proc_output_to_lsu
    o_RDATA = rdata_q;
    o_ACK  = (sram_state_q == StWriteAck) || (sram_state_q == StReadAck);
  end
endmodule : sram_IS61WV25616_controller_32b_3lr
</file>
<file path="/design/flow/run.sh">
#!/bin/bash
# OpenROAD 26Q1-2900-gdf79404cd8, Yosys 0.63+post, stock flow scripts
make -C /OpenROAD-flow-scripts/flow DESIGN_CONFIG=/design/flow/config.mk WORK_HOME=/design/flow/orfs finish
</file>
<file path="/design/flow/config.mk">
export PLATFORM = sky130hd
export DESIGN_NAME = sram_IS61WV25616_controller_32b_3lr
export DESIGN_NICKNAME = sram_IS61WV25616_controller_32b_3lr
export VERILOG_FILES = /design/flow/design.v
export SDC_FILE = /design/flow/constraint.sdc
export NUM_CORES = 4
export LEC_CHECK = 1
export CORE_UTILIZATION = 30
</file>
<file path="/design/flow/constraint.sdc">
current_design sram_IS61WV25616_controller_32b_3lr

set clk_period 3.9
set clk_io_pct 0.2

create_clock -name clk0 -period $clk_period [get_ports {i_clk}]

set non_clock_inputs [all_inputs -no_clocks]
set_input_delay [expr $clk_period * $clk_io_pct] -clock clk0 $non_clock_inputs
set_output_delay [expr $clk_period * $clk_io_pct] -clock clk0 [all_outputs]
</file>
==> results.txt <==
yosys + openroad results -> Avg Inst Size Synth a little under 9 um^2, Sink Count 92, Ports ~130, top post-synthesis cells by area dfxtp_1, mux2i_1, nand2_1, tool error [error] [KeplerFormal.cpp:679] Workflow failed: Iso has multiple drivers: .SRAM_DQ0, SRAM_DQ[0]$_SDFFE_PN0P_.Q0, CTS hold repair buffers 0, post-synthesis sequential area ratio 0.470, synth warn 5, cells in synth_stat.txt between 400 and 500, Post-DP Area around 0.0051 mm^2, Main synth FF type dfxtp_1, H-tree depth 3, most common cell in the netlist nand2_1, Cell variety after synth 31, DP HPWL roughly 7500 um, Die H roughly 120 um, Area leader share 0.470, root buf cell clkbuf_16, Post-CTS Setup Inserts 0, GP Congestion around 0.8, post-CTS resize count 0, Core Util at FP 0.309, Longest Clk Path Bufs 2, Post-synth EDFFs 0, ys flops roughly 90, Syn Inst Count around 440, IO buf count 112, last stage reached clock tree synthesis (4_1_cts), Commonest cells post-synth nand2_1, dfxtp_1, mux2i_1, clkbuf_1, o21ai_0, Die X-Extent ~120 um, Synth area leader dfxtp_1, status aborted with a tool error, Mapped Area approximately 0.0039 mm^2, Rows slightly above 40, CTS Buf Count 9, Yosys chip area between 0.003 and 0.004 mm^2, FFs w/ async S/R, synth 0
-- cell families after synthesis --
| group | count (synthesis) | synth area share |
|---|---|---|
| multiplexers | 37 | 0.0945 |
| AND/OR/NAND/NOR | 161 | 0.189 |
| flip-flops | 92 | 0.470 |
| AND-OR/OR-AND | 104 | 0.185 |
| buffers and inverters | 49 | 0.0619 |
-- per-stage QoR --
stage | hold WS, ps | power [mW] | cells | setup slack (ps) | util
after detailed placement | 455 | 1.33 | 688 | 1160 | 0.401
after global placement | 446 | 1.33 | 688 | 1200 | 0.401
after floorplan | 423 | 1.20 | 443 | 1870 | -
Power is estimated from default activity; no workload was simulated.
