==> /design/flow/design.v <==
module alu
(
	input  logic  [31:0]  i_operand_a,
	input  logic  [31:0]  i_operand_b,
    input  logic   [3:0]  i_alu_op,
	output  logic  [31:0]  o_alu_data
);
    localparam logic [3:0] A_ADD  = 4'b0000;
    localparam logic [3:0] A_SUB  = 4'b0001;
    localparam logic [3:0] A_SLT  = 4'b0010;
    localparam logic [3:0] A_SLTU = 4'b0011;
    localparam logic [3:0] A_XOR  = 4'b0100;
    localparam logic [3:0] A_OR   = 4'b0101;
    localparam logic [3:0] A_AND  = 4'b0110;
    localparam logic [3:0] A_SLL  = 4'b0111;
    localparam logic [3:0] A_SRL  = 4'b1000;
    localparam logic [3:0] A_SRA  = 4'b1001;
    localparam logic [3:0] A_LUI  = 4'b1010;
    logic  carryFlag, overFlag;
    logic  [32:0]  sub;
    logic [31:0] srl_tmp,srr_tmp,sra_tmp;
    assign sub = {1'b0, i_operand_a} + {1'b0, ~i_operand_b} + 1'b1;   
    assign carryFlag = sub[32];   
    assign  overFlag  =  ((i_operand_a[31]  !=  i_operand_b[31])  ?  ((i_operand_a[31] == 1'b1)?  1'b1  :  1'b0)  :  !carryFlag);
    shift_l shiftl_1(
        .i_rs(i_operand_a),
        .i_amount(i_operand_b[4:0]),
        .result(srl_tmp)
    );
    shift_r shiftr_1 (
        .i_rs(i_operand_a),
        .i_amount(i_operand_b[4:0]),
        .result(srr_tmp)
    );
    shift_ra shiftra_1 
    (
        .i_rs(i_operand_a),
        .i_amount(i_operand_b[4:0]),
        .result(sra_tmp)
    );
    always_comb begin 
        case  (i_alu_op)
        A_ADD:  o_alu_data  =  i_operand_a  +  i_operand_b;
        A_SUB:  o_alu_data  =  sub[31:0];
        A_SLT:  o_alu_data  =  {31'd0,  overFlag};
        A_SLTU:  o_alu_data  =  {31'd0,  !carryFlag};
        A_XOR:  o_alu_data  =  i_operand_a  ^  i_operand_b;
        A_OR:  o_alu_data  =  i_operand_a  |  i_operand_b;
        A_AND:  o_alu_data  =  i_operand_a  &  i_operand_b;
        A_SLL:  o_alu_data  =  srl_tmp;
        A_SRL:  o_alu_data  =  srr_tmp;
        A_SRA   :  o_alu_data  =  sra_tmp;
        A_LUI   :  o_alu_data  =  i_operand_b;
        default    o_alu_data  = 32'd0 ;
        endcase
    end
endmodule
module mux_2_1 (
  input logic [31:0] data_1_i    ,
  input logic [31:0] data_0_i    ,
  input logic        sel_i       ,
  output logic [31:0] data_out_o		
  );
  always_comb begin
    case (sel_i)
      1'b0 : data_out_o = data_0_i;
      1'b1 : data_out_o = data_1_i;
    endcase
  end
endmodule 
module shift_l
(
 input logic [31:0] i_rs,
 input logic [4:0]  i_amount,
 output logic [31:0] result
);
logic [31:0] b_1, b_2, b_3, b_4;
  mux_2_1 shift_16bit(.data_1_i({i_rs[15:0], 16'b0}), .data_0_i(i_rs),  .sel_i(i_amount[4]), .data_out_o(b_1)    );
  mux_2_1 shift_8bit (.data_1_i({b_1 [23:0], 8'b0 }), .data_0_i(b_1 ),  .sel_i(i_amount[3]), .data_out_o(b_2)    );
  mux_2_1 shift_4bit (.data_1_i({b_2 [27:0], 4'b0 }), .data_0_i(b_2 ),  .sel_i(i_amount[2]), .data_out_o(b_3)    );
  mux_2_1 shift_2bit (.data_1_i({b_3 [29:0], 2'b0 }), .data_0_i(b_3 ),  .sel_i(i_amount[1]), .data_out_o(b_4)    );
  mux_2_1 shift_1bit (.data_1_i({b_4 [30:0], 1'b0 }), .data_0_i(b_4 ),  .sel_i(i_amount[0]), .data_out_o(result) );
endmodule
module shift_r(
 input logic [31:0] i_rs,
 input logic [4:0]  i_amount,
 output logic [31:0] result
 );
 logic [31:0] b_1, b_2, b_3, b_4;
  mux_2_1 shift_16bit(.data_1_i({16'b0, i_rs[31:16]}), .data_0_i(i_rs),  .sel_i(i_amount[4]), .data_out_o(b_1)    );
  mux_2_1 shift_8bit (.data_1_i({8'b0 , b_1 [31:8] }), .data_0_i(b_1 ),  .sel_i(i_amount[3]), .data_out_o(b_2)    );
  mux_2_1 shift_4bit (.data_1_i({4'b0 , b_2 [31:4] }), .data_0_i(b_2 ),  .sel_i(i_amount[2]), .data_out_o(b_3)    );
  mux_2_1 shift_2bit (.data_1_i({2'b0 , b_3 [31:2] }), .data_0_i(b_3 ),  .sel_i(i_amount[1]), .data_out_o(b_4)    );
  mux_2_1 shift_1bit (.data_1_i({1'b0 , b_4 [31:1] }), .data_0_i(b_4 ),  .sel_i(i_amount[0]), .data_out_o(result) );
 endmodule
 module shift_ra(
 input logic [31:0] i_rs,
 input logic [4:0]  i_amount,
 output logic [31:0] result
 );
 logic [31:0] b_1, b_2, b_3, b_4;
  mux_2_1 shift_16bit(.data_1_i({ {16{i_rs[31]}}  , i_rs[31:16]}), .data_0_i(i_rs),  .sel_i(i_amount[4]), .data_out_o(b_1)    );
  mux_2_1 shift_8bit (.data_1_i({ {8{b_1[31]}}    , b_1 [31:8] }), .data_0_i(b_1 ),  .sel_i(i_amount[3]), .data_out_o(b_2)    );
  mux_2_1 shift_4bit (.data_1_i({ {4{b_2[31]}}    , b_2 [31:4] }), .data_0_i(b_2 ),  .sel_i(i_amount[2]), .data_out_o(b_3)    );
  mux_2_1 shift_2bit (.data_1_i({ {2{b_3[31]}}    , b_3 [31:2] }), .data_0_i(b_3 ),  .sel_i(i_amount[1]), .data_out_o(b_4)    );
  mux_2_1 shift_1bit (.data_1_i({ b_4[31]         , b_4 [31:1] }), .data_0_i(b_4 ),  .sel_i(i_amount[0]), .data_out_o(result) );
 endmodule
==> /design/flow/run.sh <==
#!/bin/bash
# OpenROAD 26Q1-2900-gdf79404cd8, Yosys 0.63+post, stock flow scripts
make -C /OpenROAD-flow-scripts/flow DESIGN_CONFIG=/design/flow/config.mk WORK_HOME=/design/flow/orfs finish
==> /design/flow/config.mk <==
export PLATFORM = sky130hd
export DESIGN_NAME = alu
export DESIGN_NICKNAME = alu
export VERILOG_FILES = /design/flow/design.v
export SDC_FILE = /design/flow/constraint.sdc
export NUM_CORES = 4
export LEC_CHECK = 1
export CORE_UTILIZATION = 40
==> /design/flow/constraint.sdc <==
current_design alu

set clk_period 24.9
set clk_io_pct 0.2

create_clock -name clk0 -period $clk_period

set non_clock_inputs [all_inputs -no_clocks]
set_input_delay [expr $clk_period * $clk_io_pct] -clock clk0 $non_clock_inputs
set_output_delay [expr $clk_period * $clk_io_pct] -clock clk0 [all_outputs]
==> out/metrics.csv <==
metric,value,unit
num_rows,55,
rsz0062_at_grt,no,
die_y,155,um
fp-utilization,41.2,%
place.gp.congestion,1.04,
cts_setup_buffers,0,
area_growth,11.4,%
vias,11700,
chip_area,0.0241,mm^2
fin_total_pwr,253,uW
regArea,0,um^2
grt_use_total,37.5,%
warning_count,97,
power_density,24.1,mW/mm^2
grt_pass1_vias,10500,
min_period,14.32,ns
finalSetupTns,0,ns
hp-class,in2out,
synthTopCellsByArea,"ha_1, mux2i_1, a21oi_1",
p_leak,4.41,nW
finalHoldViolations,0,
timing.final.crit_share,57.5,%
yosysWarnings,2,
pin_count,100,
synth_cell_types,88,
setup_viol,0,
postSynthSeqShare,0,%
yosysChipArea,0.00941,mm^2
relSlewSlack,40.0,%
irDropWorstVdd,0.0103,mV
netlist_instances,1453,
final_cell_mix,"a21oi_1, nand2_1, o21ai_0, nor2_1, inv_1",
logic_family,AND-OR/OR-AND gates,
wl_per_cell,25.6,um
arrival,9.34,ns
syn_area,0.00941,mm^2
ys_sh_adder,13.3,%
syn_avg_cell_area,6.48,um^2
mostFrequentLayoutCell,a21oi_1,
critical_path.max_stage_delay,0.74,ns
postCtsHoldBufs,0,
cp-end-kind,primary output,
worst-path-buf-inv,4,
synthMuxAreaShare,14.0,%
cts_resized,0,
drt_first_pass_iters,6,
largest_area_cell,ha_1,
min_from,i_operand_b[0],
gr-total-overflow,0,
hold_slack,11.11,ns
xor_area_share,2.23,%
grt_pass1_wl,67.8,mm
top_area_share,12.9,%
avgViaCountPerCell,6.59,
grt_antenna_before_repair,0,
fp.dieW,155,um
cp_cell_sequence,clkdlybuf4s50_1 > inv_1 > ha_1 > inv_1 > fa_1 > nand2b_1 > a21oi_1 > o311a_1 > o211a_2 > o21ai_2 > o221ai_1 > a2111oi_0 > a211o_1 > clkdlybuf4s50_1,
design.core.area,0.0228,mm^2
seq_cell_count,0,
critPathSlowestCell,a2111oi_0,
ys_sh_simple,20.1,%
whs_endpoint,o_alu_data[22],
drive_above_1_share,7.75,%
tightest_slew,0.900,ns
clock_buffers,0,
drtIter0Drc,1630,
dp_hpwl,34.9,mm
ys_cells,1453,
status,completed,
worstPathRequired,19.92,ns
fmax,69.8,MHz
cp_num_cells,14,
min_path_cells,6,
antenna_cells,0,
portBuffers,100,
grt_max_degree,71,
cp_top_family,AND-OR/OR-AND gates,
synth-compound-area-share,40.0,%
critPathLaunchType,input port,
route.detailed.drc,0,
crit_type,in2out,
antenna_left,0,
cp_max_fo,8,
wl,45.4,mm
drv_cap,0,
slew_violations,0,
## worst max-delay path by stage
stage	start	endpoint	slack, ns
global route	i_operand_a[8]	o_alu_data[0]	10.46
CTS	i_operand_a[0]	o_alu_data[0]	10.64
finish	i_operand_a[0]	o_alu_data[0]	10.58
## worst min-delay path: cells and delay by family
family | cells | cell delay, ns
compound gates | 2 | 0.25
buf+inv | 2 | 0.70
simple gates | 2 | 0.18
## stage by stage
stage          instances  area, um^2  setup slack, ns  util [%]
3_3_place_gp        1771       10500            10.62      45.9
2_1_floorplan       1453        9410            11.79         -
5_1_grt             1771       10500            10.46      45.9
4_1_cts             1771       10500            10.64      45.9
3_5_place_dp        1771       10500            10.66      45.9
6_report            1771       10500            10.58      45.9
## where the power goes
group / total, mW / internal, mW / leakage (nW) / switching, mW
clock: 0 / 0 / 0 / 0
combinational: 0.253 / 0.0952 / 4.41 / 0.157
sequential: 0 / 0 / 0 / 0
total: 0.253 / 0.0952 / 4.41 / 0.157
## synthesized netlist by cell type, types with 28 or more instances
| cell | count |
|---|---|
| ha_1 | 97 |
| o21ai_0 | 113 |
| a21oi_1 | 147 |
| nand2_1 | 135 |
| mux2i_1 | 80 |
| inv_1 | 104 |
| clkbuf_1 | 68 |
| nand3_1 | 33 |
| nor2_1 | 111 |
| buf_2 | 30 |
| o211ai_1 | 28 |
## layer usage
layer / up-vias / GRT usage (%) / routed length (um)
met5: - / 0 / 0
met4: 0 / 8.78 / 1300
met3: 79 / 8.40 / 5600
met2: 751 / 54.5 / 18800
met1: 5412 / 56.0 / 19700
li1: 5426 / - / -
## cell type report
type	instances	area, um^2
fillers	2401	12400
multi-input cells	1214	8450
repair buffers	132	1220
inverters	112	420
well taps	313	392
## kinds of logic (layout without fill, tap and decap cells)
group                      Yosys count  count (layout)
xor gates and xnor gates            24              24
buffers and inverters              239             244
and+or+nand+nor                    407             407
AOI/OAI and AO/OA                  566             566
muxes                              118             118
adders and majority gates           99              99
Power and IR drop assume default switching activity.
