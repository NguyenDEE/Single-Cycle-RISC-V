<file path="/design/flow/constraint.sdc">
current_design regfile

set clk_period 8.0
set clk_io_pct 0.2

create_clock -name clk0 -period $clk_period [get_ports {i_clk}]

set non_clock_inputs [all_inputs -no_clocks]
set_input_delay [expr $clk_period * $clk_io_pct] -clock clk0 $non_clock_inputs
set_output_delay [expr $clk_period * $clk_io_pct] -clock clk0 [all_outputs]
</file>
<file path="/design/flow/config.mk">
export PLATFORM = sky130hd
export DESIGN_NAME = regfile
export DESIGN_NICKNAME = regfile
export VERILOG_FILES = /design/flow/design.v
export SDC_FILE = /design/flow/constraint.sdc
export NUM_CORES = 4
export LEC_CHECK = 1
export CORE_UTILIZATION = 40
</file>
<file path="/design/flow/run.sh">
#!/bin/bash
# OpenROAD 26Q1-2900-gdf79404cd8, Yosys 0.63+post, stock flow scripts
make -C /OpenROAD-flow-scripts/flow DESIGN_CONFIG=/design/flow/config.mk WORK_HOME=/design/flow/orfs finish
</file>
<file path="/design/flow/design.v">
module regfile (
  input  logic        i_clk,
  input  logic        i_rst,
  input  logic [4:0] i_rs1_addr, 
  input  logic [4:0] i_rs2_addr, 
  input  logic [4:0] i_rd_addr,
  input  logic [31:0] i_rd_data,
  input  logic 	      i_rd_wren,
  output logic [31:0] o_rs1_data, 
  output logic [31:0] o_rs2_data
  );
  logic [31:0] Reg [31:0];
  always_ff @(posedge i_clk or posedge i_rst) begin
    if (i_rst) begin
		for (int i = 0; i < 32; i++) begin
        Reg[i] <= 32'h0;
      end
	end
    else  begin
	 if (i_rd_wren && (i_rd_addr != 5'h0)) begin
		Reg[i_rd_addr] <= i_rd_data;
    end
  end
 end
  assign o_rs1_data = (i_rs1_addr == 5'h0)? 32'h0: Reg[i_rs1_addr];
  assign o_rs2_data = (i_rs2_addr == 5'h0)? 32'h0: Reg[i_rs2_addr]; 
endmodule 
</file>
==> flow_summary.json <==
{
  "min_path_cells": 1,
  "fp.coreArea_um2": 128000,
  "holdPathEnd": "Reg[5][11]$_DFFE_PP0P_",
  "crit_arrival_ps": 5960,
  "portBuffers": 113,
  "drive_gt1_frac": 0.337,
  "insertion_delay_ps": 730,
  "p_sw_uw": 4360,
  "drv_cap": 1,
  "top_area_frac": 0.480,
  "first_global_vias": 46144,
  "p_sw_frac": 0.298,
  "cts.repair.resized": 0,
  "drc": 0,
  "h-tree-depth": 3,
  "top_register": "Reg",
  "n_fill_cell": 11470,
  "yosys.area.top_type": "dfrtp_1",
  "drt_iter0_markers": 6755,
  "rr_endpoint": "Reg[2][0]$_DFFE_PP0P_",
  "finalSetupViolCount": 0,
  "hpwl_mm": 174,
  "final_core_util": 0.467,
  "cp.depth": 8,
  "finalInstanceArea_um2": 59700,
  "cp_common_cell": "buf_4",
  "dp_slack_ps": 734,
  "r2r_slack_ps": 7100,
  "largest_reg_flops": 992,
  "min_path_type": "reg -> reg",
  "worst-path-buf-inv": 3,
  "slew_headroom": 0.00250,
  "synth_warnings": 2,
  "drt_wl_total_mm": 282,
  "die-area_um2": 131000,
  "synth_stat.cells": 4649,
  "root_buffer": "clkbuf_16",
  "slowest_delay_ps": 1280,
  "power_per_cell_area_nw_per_um2": 245,
  "antenna_left": 0,
  "drv_slew": 0,
  "netlist_area_um2": 51700,
  "yosys_area_um2": 51700,
  "topCellsByArea": "dfrtp_1 (48%), mux2_2 (22%), nand3_1 (5.8%)",
  "power.share.clock": 0.372,
  "combPwrFrac": 0.151,
  "crit_start": "i_rs1_addr[0]",
  "hold_viol_final": 0,
  "crit_slowest_cell": "nor3b_2",
  "cts_tree": "yes",
  "violations": "max-capacitance violations",
  "fmax_mhz": 132,
  "fp_util": 0.404,
  "crit_required_ps": 6400,
  "p_leak_uw": 0.0258,
  "postCtsHoldBufs": 0,
  "path_max_fanout": 30,
  "internal_power_uw": 10300,
  "ys_types": 73,
  "antenna_found_initial": 27,
  "worstHoldStart": "Reg[5][11]$_DFFE_PP0P_",
  "crit_family": "simple AND/OR/NAND/NOR gates",
  "avgSynthCellArea_um2": 11.1,
  "async_reset_ff_frac": 1.00,
  "synthFlopType": "dfrtp_1",
  "area_growth_pct": 15.5,
  "vias_per_cell": 7.41,
  "cts.sinks": 992,
  "ff2ff_path_depth": 1,
  "worstSetupStartpointType": "primary input",
  "die_x_um": 362,
  "worst-setup-path-type": "in -> out",
  "edf_count": 0,
  "grt-ovfl-total": 0,
  "outcome": "finished, violations left",
  "layout_setup_ws_ps": 438,
  "fin_tns_setup_ps": 0,
  "io_pins": 114,
  "seqPwrFrac": 0.477,
  "grt_pass1_wl_mm": 384,
  "ys_seq_share": 0.480,
  "clkTransAtPathRegs_ps": 70,
  "num_rows": 131,
  "cts_buffer_depth": 3,
  "numSynthFlops": 992,
  "cp_cell_sequence": "buf_4, nor3b_2, and2_1, buf_4, a22oi_1, and4_1, a31oi_1, clkdlybuf4s50_1",
  "cts_buffers": 111,
  "crit_path_end_kind": "output port",
  "synthCells": 4649,
  "post_cts_buffers": 0,
  "min_period_ps": 7560,
  "grt_max_degree": 129,
  "die_height_um": 362,
  "gp_congestion": 1.08,
  "dpl-instance-area_um2": 55800,
  "grt_usage": 0.445,
  "worst_slew_pin_slew_ps": 1490,
  "finClkSkew_ps": 0,
  "drtPass1Iterations": 6,
  "rsz0062_at_grt": "false",
  "wire_per_inst_um": 43.6,
  "warnings": 46,
  "ir_worst_vdd_uv": 246,
  "largestRegisters": "Reg (992)",
  "finalClockPeriodUsage": 0.945,
  "worstReg2RegStart": "Reg[2][0]$_DFFE_PP0P_",
  "num_vias": 47809
}
## logic make-up after synthesis
logic type / share of synthesized area
simple gates: 0.150
mux: 0.218
buf+inv: 0.0418
flops: 0.480
compound gates: 0.110
## synth_stat cells, types with 6 or more instances
cell type,instances
o31a_1,20
and2_1,19
nor4_1,39
a22oi_1,356
a221oi_1,9
a21oi_1,77
a22o_1,45
a221o_1,8
nor3_1,25
nand3_1,598
and3_1,232
nor2_1,67
nand2b_1,11
a222oi_1,33
nor2b_1,8
and4_1,49
a2111oi_0,67
buf_1,70
a32oi_1,7
buf_2,136
o2111ai_1,15
a31oi_1,56
a31o_2,6
nor3b_1,8
nor4bb_1,9
and3b_1,9
clkbuf_1,292
nand3b_1,8
dfrtp_1,992
nand4_1,184
mux2_2,993
inv_1,19
nand2_1,86
nor2_2,7
o21ai_0,18
## how the worst max path moves through the flow
| stage | to |
|---|---|
| 5_1_grt | o_rs1_data[13] |
| 6_report | o_rs1_data[31] |
| 4_1_cts | o_rs1_data[8] |
## per-stage QoR
step,hold slack [ps],cells,total power (µW)
4_1_cts,513,6425,14500
3_3_place_gp,490,6218,9090
5_1_grt,521,6425,15000
6_report,514,6455,14600
2_1_floorplan,476,4649,7990
3_5_place_dp,499,6218,9120
## placed cells by master, fill, tap and decap left out, types with 72 or more instances in the layout
| cell type | synthesis | layout |
|---|---|---|
| mux2_2 | 993 | 993 |
| dfrtp_1 | 992 | 992 |
| nand3_1 | 598 | 596 |
| a22oi_1 | 356 | 356 |
| buf_4 | 4 | 277 |
| and3_1 | 232 | 229 |
| nand4_1 | 184 | 184 |
| clkbuf_16 | 0 | 114 |
| clkdlybuf4s50_1 | 0 | 104 |
| a21oi_1 | 77 | 77 |
| nand2_1 | 86 | 72 |
## power by group through the flow
stage         combinational (µW)  clock [µW]  sequential, µW
CTS                         2140        5450            6920
global route                2310        5630            7050
finish                      2200        5450            6980
## per-layer routing
layer	wire, µm	GRT usage	part of all wire	vias to the layer above
met5	669	0.0211	0.0024	-
met4	24300	0.287	0.086	46
met3	49300	0.296	0.18	1526
met2	111000	0.574	0.39	4530
met1	96700	0.541	0.34	23777
li1	-	-	-	17930
## area by class of cell
type	instances	area, µm²	share of cell area
Sequential cell	992	24800	0.416
Inverter	20	78.8	0.00132
Tap cell	1662	2080	0.0348
Clock buffer	151	3160	0.0530
Timing Repair Buffer	411	3620	0.0606
Multi-Input combinational cell	3133	25200	0.422
Antenna cell	30	75.1	0.00126
Clock inverter	56	659	0.0110
Power figures rest on the tool's default switching activity, not on a simulated workload.
